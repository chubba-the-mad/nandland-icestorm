## flow/run.sh

```bash
#!/bin/bash
# OpenROAD 26Q1-2900-gdf79404cd8, Yosys 0.63+post, stock flow scripts
make -C /OpenROAD-flow-scripts/flow DESIGN_CONFIG=/design/flow/config.mk WORK_HOME=/design/flow/orfs finish
```

## flow/config.mk

```make
export PLATFORM = sky130hd
export DESIGN_NAME = demux_lfsr_top
export DESIGN_NICKNAME = demux_lfsr_top
export VERILOG_FILES = /design/flow/design.v
export SDC_FILE = /design/flow/constraint.sdc
export NUM_CORES = 4
export LEC_CHECK = 1
export CORE_AREA = 10 10 75 75
export DIE_AREA = 0 0 85 85
```

## flow/constraint.sdc

```tcl
current_design demux_lfsr_top

set clk_period 1.7
set clk_io_pct 0.2

create_clock -name clk0 -period $clk_period [get_ports {i_Clk}]

set non_clock_inputs [all_inputs -no_clocks]
set_input_delay [expr $clk_period * $clk_io_pct] -clock clk0 $non_clock_inputs
set_output_delay [expr $clk_period * $clk_io_pct] -clock clk0 [all_outputs]
```

## flow/design.v

```verilog
module demux_1_to_4 (
    input i_Data,
    input i_Sel1,
    input i_Sel0,
    output o_Data0,
    output o_Data1,
    output o_Data2,
    output o_Data3);
    assign o_Data0 = !i_Sel1 & !i_Sel0 ? i_Data : 1'b0; 
    assign o_Data1 = !i_Sel1 & i_Sel0 ? i_Data : 1'b0; 
    assign o_Data2 = i_Sel1 & !i_Sel0 ? i_Data : 1'b0; 
    assign o_Data3 = i_Sel1 & i_Sel0 ? i_Data : 1'b0; 
endmodule  
module demux_lfsr_top (
    input i_Clk,
    input i_Switch_1,
    input i_Switch_2,
    output o_LED_1,
    output o_LED_2,
    output o_LED_3,
    output o_LED_4);
    reg r_lfsr_toggle = 1'b0;
    wire w_lfsr_done;
    lfsr_22 lfsr_inst (
        .i_Clk(i_Clk),
        .o_LFSR_Data(),
        .o_LFSR_Done(w_lfsr_done));
    always @(posedge i_Clk)
    begin
        if (w_lfsr_done)
            r_lfsr_toggle <= !r_lfsr_toggle;
    end
    demux_1_to_4 demux_inst (
        .i_Data(r_lfsr_toggle),
        .i_Sel0(i_Switch_1),
        .i_Sel1(i_Switch_2),
        .o_Data0(o_LED_1),
        .o_Data1(o_LED_2),
        .o_Data2(o_LED_3),
        .o_Data3(o_LED_4));
endmodule : demux_lfsr_top
module lfsr_22 (
    input i_Clk,
    output [21:0] o_LFSR_Data,
    output o_LFSR_Done);
    reg [21:0] r_LFSR;
    wire w_XNOR;
    always @(posedge i_Clk)
    begin
        r_LFSR <= {r_LFSR[20:0], w_XNOR};
    end
    assign w_XNOR = r_LFSR[21] ^~ r_LFSR[20];
    assign o_LFSR_Done = (r_LFSR == 22'd0);
    assign o_LFSR_Data = r_LFSR;
endmodule : lfsr_22
```

==> flow_summary.toml <==
# physical design summary
[global_route]
grt.total_usage_pct = 2.388
grt_first_pass_wirelength_mm = 1.442
grt_max_degree = 14
grt_antenna_before_repair = 0
grt-ovfl-total = 0
first_global_vias = 323

[synth]
syn_area_um2 = 586.8
ys_cells = 42
ys_warn_count = 2
synth_top_area_share_pct = 75.05
synth_cells = 42
synth_area_leader_cell = "dfxtp_1"
flop_cell = "dfxtp_1"
post-synth-top-count-cell = "dfxtp_1"
area_leaders = "dfxtp_1, edfxtp_1, inv_1"
synth_cell_types = 13
ys_area_um2 = 586.8
avgSynthCellArea_um2 = 13.97
edf_count = 1
ys_seq_share_pct = 80.17
ys_seq_elements = 23
async_reset_ff_share_pct = 0
synthTopCellsByCount = "dfxtp_1, inv_1, nor2_1"

[pwr]
pwr-share-comb_pct = 1.2
total_power_mw = 0.8666
leakage_nw = 0.3317
seqPwrFrac_pct = 62.5
swShare_pct = 17.91
internal_power_mw = 0.7114
powerDensity_nw_per_um2 = 1113
switching_power_mw = 0.1552
vdd_ir_drop_max_v = 0.0004926
clkPwrFrac_pct = 36.3

[setup_path]
crit_type = "in -> out"
required_ps = 1360
worst_path_max_delay_cell = "clkdlybuf4s50_1"
setup.worst_path.end_class = "output port"
crit_arrival_ps = 1270
crit_chain = "dlygate4sd2_1 > and3_1 > clkdlybuf4s50_1"
critPathMaxFanout = 4
critPathBufInv = 2
worst_setup_path_start_kind = "input port"
max_stage_delay_ps = 460
cp_top_family = "buffers and inverters"

[status]
status = "finished clean"

[floorplan]
die_area_um2 = 7225
die_h_um = 85
die_width_um = 85
fp_util_pct = 14.46
pin_count = 7
fp-row-count = 23
core_region_area_um2 = 4058

[place]
io_buffers = 6
dpl-instance-area_um2 = 709.4
globalplace.congestion = 0.7272
dpl.hpwl_um = 574.7

[clocking]
cts.clk_slew.worst_paths_ps = 70
cts_tree = "built"
clk_latency_ps = 260
cts.path.max_buffers = 2
clock-root-buffer = "clkbuf_8"
numCtsBuffers = 3
htree_levels = 1
cts.sinks = 23

[run]
tool_warnings = 25
maxCapViolCount = 0

[final_layout]
drive_above_1_share_pct = 18.87
fin_util_pct = 19.18
areaGrowthSynthToFinish_pct = 32.62
n_fill_cell = 427
final_area_um2 = 778.2

[final_timing]
slew_headroom_pct = 80.26
max_freq_mhz = 622.1
setup_viol = 0
tightest_slew_ps = 293.4
final.min_clock_period_ps = 1608
grt_setup_unrepaired = "false"
fin_worst_skew_ps = 5.820
drv_slew = 0
fin_crit_sh_pct = 94.56
hold_viol_final = 0

[drt]
dr.first_iter.drc_count = 5
via_count = 314
firstDrtPassIters = 2
n_antenna_cell = 0
drc = 0
antenna_left = 0
wl_per_cell_um = 8.078
totalWireLength_um = 832
viasPerCell = 3.049

[min_path]
hold_path.class = "reg -> reg"
power by group through the flow:
| stage | clock network (mW) | registers (mW) | logic (mW) |
|---|---|---|---|
| 4_1_cts | 0.322 | 0.542 | 0.0116 |
| 5_1_grt | 0.347 | 0.541 | 0.0122 |
| 6_report | 0.314 | 0.542 | 0.0106 |
flip-flops by register name (all words and copies together) (netlist names):
register and flops:
r_lfsr_toggle 1, lfsr_inst.r_LFSR 22
cell families (layout without fill, tap and decap cells):
family,after synthesis,after routing,share of synthesized area (%)
simple gates,14,14,15.14
fa+ha+maj,1,1,2.132
flops,23,23,80.17
buf+inv,4,15,2.558
worst paths after layout:
| kind | end | slack [ps] | depth (start not counted) | from |
|---|---|---|---|---|
| max | o_LED_4 | 90 | 3 | i_Switch_1 |
| min | lfsr_inst.r_LFSR[16]$_DFF_P_ | 350 | 0 | lfsr_inst.r_LFSR[15]$_DFF_P_ |
| max reg2reg | r_lfsr_toggle$_DFFE_PN_ | 440 | 5 | lfsr_inst.r_LFSR[20]$_DFF_P_ |
| min reg2reg | lfsr_inst.r_LFSR[16]$_DFF_P_ | 350 | 0 | lfsr_inst.r_LFSR[15]$_DFF_P_ |
metrics by stage:
step / hold slack (ps) / TNS (ps) / instances / setup WS [ps]
after floorplan: 330.8 / 0 / 42 / 571.7
after global placement: 335.3 / -475.7 / 98 / -160.1
after detailed placement: 340.9 / -528.3 / 98 / -168.1
after CTS: 353.4 / 0 / 103 / 19.81
after global routing: 356.7 / 0 / 103 / 30.26
final: 352.8 / 0 / 103 / 92.44
worst register-to-register path: cells and delay by family, from the launching register on:
family / cells / cell delay (ps)
adder cells (fa/ha/maj): 1 / 120
buffers and inverters: 1 / 50
flip-flops: 1 / 320
AND/OR/NAND/NOR: 3 / 470
repair_timing:
item / 4_1_cts / 5_1_grt
pin swaps: 0 / 1
cloned: 0 / 0
resized: 4 / 4
setup buffers: 1 / 1
endpoints found under the hold margin: 0 / 0
setup endpoints to repair: 4 / 4
hold buffers: 0 / 0
cell usage in the layout (no fill, tap or decap), drive strengths merged, types with 2 or more instances in the layout:
master | Yosys | final
clkbuf | 0 | 3
dfxtp | 22 | 22
dlygate4sd2 | 0 | 2
dlymetal6s2s | 0 | 3
inv | 4 | 4
nand2 | 2 | 2
nor2 | 3 | 3
nor3 | 2 | 2
nor4 | 3 | 3
layer usage:
layer	share of wire, %	global-route usage, %	up-vias
li1	-	-	161
met1	51	2.750	142
met2	35	3.270	9
met3	13	2.119	2
met4	0.48	0.4491	0
met5	0	0	-
area by class of cell:
cell class	instances	area [um^2]	area share (%)
Clock buffer	3	41.29	5.305
Timing Repair Buffer	7	72.57	9.325
Clock inverter	1	5.005	0.6431
Tap cell	50	62.56	8.039
Inverter	4	15.01	1.929
Sequential cell	23	470.5	60.45
Multi-Input combinational cell	15	111.4	14.31
No activity file was given, so power comes from the tool's default toggle rates.
