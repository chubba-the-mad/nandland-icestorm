<file path="design/flow/config.mk">
export PLATFORM = sky130hd
export DESIGN_NAME = debounce_top
export DESIGN_NICKNAME = debounce_top
export VERILOG_FILES = /design/flow/design.v
export SDC_FILE = /design/flow/constraint.sdc
export NUM_CORES = 4
export LEC_CHECK = 1
export CORE_AREA = 10 10 79 79
export DIE_AREA = 0 0 89 89
</file>
<file path="design/flow/run.sh">
#!/bin/bash
# OpenROAD 26Q1-2900-gdf79404cd8, Yosys 0.63+post, stock flow scripts
make -C /OpenROAD-flow-scripts/flow DESIGN_CONFIG=/design/flow/config.mk WORK_HOME=/design/flow/orfs finish
</file>
<file path="design/flow/constraint.sdc">
current_design debounce_top

set clk_period 4.2
set clk_io_pct 0.2

create_clock -name clk0 -period $clk_period [get_ports {i_Clk}]

set non_clock_inputs [all_inputs -no_clocks]
set_input_delay [expr $clk_period * $clk_io_pct] -clock clk0 $non_clock_inputs
set_output_delay [expr $clk_period * $clk_io_pct] -clock clk0 [all_outputs]
</file>
<file path="design/flow/design.v">
module led_toggle (
    input  i_Clk,
    input  i_Switch_1,
    output o_LED_1);
reg r_LED_1 = 1'b0;
reg r_Switch_1 = 1'b0;
always @(posedge i_Clk)
begin
    r_Switch_1 <= i_Switch_1;
    if (i_Switch_1 == 1'b0 && r_Switch_1 == 1'b1)
    begin
       r_LED_1 <= ~r_LED_1;
    end
end
assign o_LED_1 = r_LED_1;
endmodule
module debounce_filter #(parameter DEBOUNCE_LIMIT = 20) (
    input  i_Clk,
    input  i_Bouncy,
    output o_Debounced);
    reg[$clog2(DEBOUNCE_LIMIT)-1:0] r_Count = 0;
    reg r_State = 1'b0;
    always @(posedge i_Clk)
    begin
        if (i_Bouncy != r_State && r_Count < DEBOUNCE_LIMIT-1)
        begin
            r_Count <= r_Count + 1;
        end
        else if (r_Count == DEBOUNCE_LIMIT-1)
        begin
            r_State <= i_Bouncy;
            r_Count <= 0;
        end
        else
        begin
            r_Count <= 0;
        end
    end  
    assign o_Debounced = r_State;
endmodule  
module debounce_top (
    input i_Clk,
    input i_Switch_1,
    output o_LED_1);
wire w_debounced_switch;
debounce_filter #(.DEBOUNCE_LIMIT(250000)) debounce_inst (
    .i_Clk(i_Clk),
    .i_Bouncy(i_Switch_1),
    .o_Debounced(w_debounced_switch));
led_toggle led_toggle_inst (
    .i_Clk(i_Clk),
    .i_Switch_1(w_debounced_switch),
    .o_LED_1(o_LED_1));
endmodule
</file>
==> reports/metrics.csv <==
metric;value;unit
crit path max-delay cell type;o221ai_2;
core area;0.00466;mm²
Post-Route WL;1.51;mm
# H-tree levels;1;
TritonCTS Buffers;3;
CP Launch Point;debounce_inst.r_Count[0];
GRT overflow;0;
Highest Clock Rate;466;MHz
drt first-iter violations;56;
Routed Antenna Nets;0;
Area Overhead vs Synth;13.4;%
total number of vias;666;
total clock sinks;21;
post-DR wirelength/cell;9.48;µm
HP Start;debounce_inst.r_State;
Cell Chain, Critical Path;ha_1, nand4_1, o31a_1, o221ai_2, o21ba_2;
Worst Path Max Fanout;18;
register share after synthesis;47.2;%
final total power;342;µW
kind of critical path;flip-flop to flip-flop;
Worst path top cell family by delay;AND-OR/OR-AND gates;
CTS Root Cell;clkbuf_8;
Clock Tree Buf Depth;2;
Place WS;1880;ps
unrepaired setup endpoints after global routing;no;
initial antenna violation count;0;
Tightest Pin Transition;820;ps
worst skew pair latency;250;ps
Bufs and invs on worst path;0;
Final Max Slew Viols;0;
Post-CTS Resized;0;
n_diodes;0;
Yosys warning count;2;
row count;25;
Final Hold Viols;0;
DRC Markers;0;
yosys cell count;100;
first-pass GRT wire length;2.86;mm
crit path time final;2150;ps
DIE AREA;0.00792;mm²
Max-Slew Margin vs Limit;45.3;%
crit path DRT;4350;ps
number of global-route vias before repair;649;
Worst Setup Start Kind;flip-flop;
Synth cell types;28;
GPL Wtd Cong;0.775;
Hold/Removal Path Class;flip-flop to flip-flop;
PwrDens;324;mW/mm²
Port Buf Inserts;2;
Post-synth ARST share;0;%
pin count of the biggest net entering global routing;19;
Post-synth EDFFs;2;
Top cells excl fill/tap;dfxtp_1 (19), nor2_1 (18), xnor2_1 (11), nand3_1 (6), inv_1 (5);
maxcap violations;0;
dominant logic cell type in the layout;dfxtp_1;
share of cells above drive strength 1;9.52;%
period utilisation layout;51.1;%
Die X;89;µm
OpenROAD warnings;25;
Hold Buf Count CTS;0;
Total GRT Usage;4.37;%
max incr delay on CP;660;ps
final setup fails;0;
Max Clock Skew;2.24;ps
Most common reg cell;dfxtp_1;
RR Startpoint;debounce_inst.r_Count[0];
hpwl dp;1.08;mm
synthesized cell area;932;µm²
leakage;0.000321;µW
clock slew at reported path FFs;70;ps
Worst Setup End Kind;flip-flop;
Worst EP arrival;2300;ps
chip height;89;µm
vias per inst;4.19;
slack of the critical path;2050;ps
Seq cells post-synth;21;
Yosys Chip Area;932;µm²
Mapped Cells;100;
Fin Setup TNS;0;ps
IO Count;3;
status;finished, final reports clean;
peak supply drop;0.000227;V
drt pass-1 iters;4;
CTS tree;built;
post-CTS setup buffers;0;
floorplan core density;20.0;%
syn avg cell area;9.32;µm²
final timing paths:
| kind | end | slack (ps) | cells past startpoint |
|---|---|---|---|
| setup / recovery | debounce_inst.r_Count[17] | 2050 | 5 |
| hold / removal | led_toggle_inst.r_Switch_1 | 430 | 0 |
| setup reg to reg | debounce_inst.r_Count[17] | 2050 | 5 |
| hold reg to reg | led_toggle_inst.r_Switch_1 | 430 | 0 |
worst reg2reg max path, cell delays in order (launching register included):
cell and delay, ps:
dfxtp_1 390, ha_1 230, nand4_1 180, o31a_1 340, o221ai_2 660, o21ba_2 250
report_power, final:
part | total, µW | switching, µW | internal [µW] | leakage, µW
clock network | 127 | 59.3 | 67.3 | 0.0000228
logic | 8.70 | 4.98 | 3.72 | 0.000126
registers | 207 | 2.64 | 204 | 0.000172
total | 342 | 67.0 | 275 | 0.000321
Yosys cell counts (all sizes together), types with 2 or more instances:
| cell | n | area (µm²) |
|---|---|---|
| nand3 | 6 | 30.0 |
| o21ai | 3 | 15.0 |
| dfxtp | 19 | 380 |
| xor2 | 2 | 17.5 |
| nor4 | 4 | 25.0 |
| inv | 5 | 18.8 |
| xnor2 | 11 | 96.3 |
| and4 | 2 | 17.5 |
| nor3 | 2 | 10.0 |
| nand2 | 4 | 15.0 |
| a21oi | 4 | 23.8 |
| edfxtp | 2 | 60.1 |
| or3 | 5 | 36.3 |
| nand4 | 3 | 25.0 |
| nor2 | 18 | 67.6 |
metrics by stage:
stage               cell area, µm²  utilization (%)  instances  hold slack (ps)
floorplan                      932                -        100              390
global placement              1010             21.7        155              409
detailed placement            1010             21.7        155              417
CTS                           1060             22.7        159              434
global route                  1060             22.7        159              441
finish                        1060             22.7        159              432
per-layer routing:
layer / track usage (%) / routed length (µm)
met1: 6.08 / 803
met2: 6.78 / 648
met3: 1.65 / 54
met4: 0 / 0
met5: 0 / 0
final cells by class:
| cell class | instances | area [µm²] |
|---|---|---|
| sequential | 21 | 440 |
| timing repair buffer | 2 | 20.0 |
| tap | 54 | 67.6 |
| multi-input combinational | 73 | 465 |
| clock buffer | 4 | 45.0 |
| fill | 478 | 3600 |
| inverter | 5 | 18.8 |
sequential cells by signal, summed over array words and instances, names as in the netlist:
signal                      flops
debounce_inst.r_Count          18
led_toggle_inst.r_LED_1         1
led_toggle_inst.r_Switch_1      1
debounce_inst.r_State           1
kinds of logic after synthesis:
family	after synthesis	share of synthesized area, %
simple gates	48	27.8
flops	21	47.2
xor+xnor	13	12.2
compound gates	11	8.59
buf+inv	6	2.82
fa+ha+maj	1	1.34
Power and IR drop assume default switching activity.
