===== /design/flow/config.mk =====
export PLATFORM = sky130hd
export DESIGN_NAME = demux_count_top
export DESIGN_NICKNAME = demux_count_top
export VERILOG_FILES = /design/flow/design.v
export SDC_FILE = /design/flow/constraint.sdc
export NUM_CORES = 4
export LEC_CHECK = 1
export CORE_AREA = 10 10 93 93
export DIE_AREA = 0 0 103 103

===== /design/flow/constraint.sdc =====
current_design demux_count_top

set clk_period 4.8
set clk_io_pct 0.2

create_clock -name clk0 -period $clk_period [get_ports {i_Clk}]

set non_clock_inputs [all_inputs -no_clocks]
set_input_delay [expr $clk_period * $clk_io_pct] -clock clk0 $non_clock_inputs
set_output_delay [expr $clk_period * $clk_io_pct] -clock clk0 [all_outputs]

===== /design/flow/design.v =====
module count_and_toggle #(COUNT_LIMIT = 10) (
    input i_Clk,
    input i_Enable,
    output reg o_Toggle);
    reg [$clog2(COUNT_LIMIT-1):0] r_counter;
    always @(posedge i_Clk)
    begin
        if (i_Enable == 1'b1)
        begin
            if (r_counter == COUNT_LIMIT - 1)
            begin
                o_Toggle <= !o_Toggle;
                r_counter <= 0;
            end
            else
                r_counter <= r_counter + 1;
        end
        else
            o_Toggle <= 1'b0;
    end  
endmodule : count_and_toggle
module demux_1_to_4 (
    input i_Data,
    input i_Sel1,
    input i_Sel0,
    output o_Data0,
    output o_Data1,
    output o_Data2,
    output o_Data3);
    assign o_Data0 = !i_Sel1 & !i_Sel0 ? i_Data : 1'b0; 
    assign o_Data1 = !i_Sel1 & i_Sel0 ? i_Data : 1'b0; 
    assign o_Data2 = i_Sel1 & !i_Sel0 ? i_Data : 1'b0; 
    assign o_Data3 = i_Sel1 & i_Sel0 ? i_Data : 1'b0; 
endmodule  
module demux_count_top (
    input i_Clk,
    input i_Switch_1,
    input i_Switch_2,
    output o_LED_1,
    output o_LED_2,
    output o_LED_3,
    output o_LED_4);
    localparam COUNT_LIMIT = 4194303;
    wire w_counter_toggle;
    count_and_toggle #(.COUNT_LIMIT(COUNT_LIMIT)) count_and_toggle_inst (
        .i_Clk(i_Clk),
        .i_Enable(1'b1),
        .o_Toggle(w_counter_toggle));
    demux_1_to_4 demux_inst (
        .i_Data(w_counter_toggle),
        .i_Sel0(i_Switch_1),
        .i_Sel1(i_Switch_2),
        .o_Data0(o_LED_1),
        .o_Data1(o_LED_2),
        .o_Data2(o_LED_3),
        .o_Data3(o_LED_4));
endmodule : demux_count_top

===== /design/flow/run.sh =====
#!/bin/bash
# OpenROAD 26Q1-2900-gdf79404cd8, Yosys 0.63+post, stock flow scripts
make -C /OpenROAD-flow-scripts/flow DESIGN_CONFIG=/design/flow/config.mk WORK_HOME=/design/flow/orfs finish

==> results.txt <==
flow finished, numbers: Flop pwr share 0.617, area of the multi-input gates between 600 and 700 um^2, Final ANT Viol Nets 0, Top cell excl fill/tap dfxtp_1, Psw 0.0000619 W, Inserted Clock Buffers 3, PwrDens ~240 nW/um^2, ANT cells 0, switch share 0.191, GRT Util Overall 0.0435, Vias 920, Unique cell types 31, Setup CP Type in -> out, RePlAce Congestion ~0.82, outcome completed, TritonCTS clock tree yes, Fillers about 750, Mapped Cells around 140, Clock Pin Slew Worst Setup and Hold Paths ~0.08 ns, crit share post-route 0.647, area growth from synthesis to layout 15.9%, Longest Clk Path Bufs 2, R2R cell count 4, remaining global-route overflow 0, placed inst area ~1300 um^2, Post-CTS Setup Bufs 0, final hold vios 0, critical path required time between 3 and 4 ns, drt total wl around 2100 um, CTS root buf clkbuf_8, CP Buf/Inv Count 2, Critical Path, Cell by Cell clkdlybuf4s50_1 -> nor3b_1 -> clkdlybuf4s50_1, main flop type dfxtp_1, peak supply drop around 0.23 mV, Leakage 0.460 nW, Core ar. around 6800 um^2, family with the most delay on the worst path buffers and inverters, antenna violations before repair 0, post-route cell area about 1300 um^2, minimum clock period between 3 and 4 ns, slowest cell on the critical path clkdlybuf4s50_1, syn avg cell area approximately 8.6 um^2, OpenROAD warnings 26, power share of the clock group 0.370, routed len/inst between 9 and 10 um, chip area line of the yosys report about 1200 um^2, Yosys reg bits 24, Crit Reg-Reg Endpoint count_and_toggle_inst.r_counter[20], Top cell by count, worst path clkdlybuf4s50_1, post-route DRC violation count 0, Critical Path AT around 2.1 ns, Pint ~0.00026 W, H-tree depth 1, R2R setup slack 3.02 ns, Inst Count DP approximately 220, # Cells Yosys approximately 140, fp_density 0.171, share of layout cells above drive strength 1 0.0643, Max Clock Freq 322 MHz, Stages on worst setup path 3, Setup Viol. Count Final 0, first-pass GRT wire length roughly 3800 um, worst-margin pin slew about 0.39 ns, number of enable flip-flop cells 1, worst r2r src count_and_toggle_inst.r_counter[2], port buffer count 6, drt pass-1 iters 2, Boundary Pins 7, Yosys Warn Count 1, end of the critical path o_LED_2, most frequent cells in the layout dfxtp_1, nor2_1, nand3_1, Post-Layout Cell Count 220, CP Capture Type primary output, Hold-fix buffers, CTS 0, FFs w/ async S/R, synth 0, initial detailed-routing violation count slightly above 90, Seq share, synth 0.425, Die Footprint 10600 um^2, Post-Syn Area about 1200 um^2, Rel. slew slack 0.737, Setup Skew approximately 0.0022 ns, Max-cap violations 0, pin count of the biggest net entering global routing 22, worst-path maximum fanout 4, Core Rows 30, Final HPWL DP 1550 um, vias in the first global route about 890, worst stage delay on the critical path 0.50 ns, CTS sink count 24, Slew Limit Fails 0, # resized after CTS 0, RSZ-0062 raised after global routing no, Sum Neg Setup Slack 0 ns, hold crit path type reg -> reg, CP startpoint kind primary input, Die Ht between 100 and 150 um, Final Core Density 0.198, Latency at later pin approximately 0.26 ns, drt via density roughly 4.2, crit path launch i_Switch_1, Register Area between 400 and 500 um^2, Die X about 100 um, combinational power share 0.013
Yosys cell counts, drive strengths merged, types with 2 or more instances:
library cell | number | area share
inv | 3 | 0.0098
xor2 | 8 | 0.061
dfxtp | 23 | 0.40
and4 | 4 | 0.031
or4 | 2 | 0.016
nor3 | 3 | 0.013
and3 | 2 | 0.011
nand4 | 11 | 0.065
nand2 | 8 | 0.026
nand3 | 14 | 0.065
or3 | 4 | 0.022
nor2 | 20 | 0.065
xnor2 | 7 | 0.053
nor4 | 3 | 0.016
o21ai | 6 | 0.026
buf | 5 | 0.022
a21oi | 3 | 0.016
ha | 2 | 0.022
cell type report:
cell class              count  share of cell area
multi-input cells         102               0.466
flip-flops and latches     24               0.366
well taps                  80              0.0748
repair buffers              7              0.0505
clock buffers               4              0.0336
inverters                   3             0.00841
per-layer routing:
| metal | global-route usage | vias to the layer above | share of wire |
|---|---|---|---|
| li1 | - | 495 | - |
| met2 | 0.0668 | 10 | 0.40 |
| met5 | 0 | - | 0 |
| met4 | 0.00107 | 0 | 0.0028 |
| met3 | 0.0176 | 2 | 0.062 |
| met1 | 0.0597 | 413 | 0.54 |
cells by family after synthesis:
group	Yosys count	share of synthesized area
and+or+nand+nor	74	0.348
DFF	24	0.425
xor gates and xnor gates	15	0.114
AOI/OAI and AO/OA	11	0.0574
buffers and inverters	9	0.0347
adders and majority gates	2	0.0217
state kept, by name, indices dropped and copies added (netlist names):
register	cells
count_and_toggle_inst.o_Toggle	1
count_and_toggle_inst.r_counter	23
through the flow:
step | worst slack (ns) | total power [W] | hold WS [ns]
after detailed placement | 1.70 | 0.000209 | 0.455
final | 1.70 | 0.000324 | 0.469
after global placement | 1.70 | 0.000209 | 0.445
after CTS | 1.68 | 0.000332 | 0.467
after global routing | 1.62 | 0.000341 | 0.490
after floorplan | 2.75 | 0.000205 | 0.427
how the worst min path moves through the flow:
stage,cells after the start,startpoint,end,slack [ns]
final,1,count_and_toggle_inst.r_counter[22],count_and_toggle_inst.r_counter[22],0.47
after CTS,1,count_and_toggle_inst.r_counter[22],count_and_toggle_inst.r_counter[22],0.47
after global routing,1,count_and_toggle_inst.r_counter[22],count_and_toggle_inst.r_counter[22],0.49
power by group through the flow:
stage	sequential (W)	clock (W)	combinational (W)
4_1_cts	0.000200	0.000127	0.00000430
5_1_grt	0.000200	0.000136	0.00000459
6_report	0.000200	0.000120	0.00000424
Power and IR drop assume default switching activity.
